<file path="design.v">
module bst_core (
    input  [7:0]  in0, in1, in2, in3, in4, in5, in6,  
    input  [2:0]  index,            
    input         valid,            
    output reg [7:0] node_key,      
    output reg    error,            
    output [55:0] all_sorted_keys   
);
    reg [7:0] s [0:6];
    integer i, j;
    reg [7:0] temp;
    always @(*) begin
        s[0]=in0; s[1]=in1; s[2]=in2; s[3]=in3; s[4]=in4; s[5]=in5; s[6]=in6;
        for (i = 6; i > 0; i = i - 1) begin
            for (j = 0; j < i; j = j + 1) begin
                if (s[j] > s[j+1]) begin
                    temp = s[j]; s[j] = s[j+1]; s[j+1] = temp;
                end
            end
        end
    end
    always @(*) begin
        if (valid) begin
            error = 1'b0;
            case(index)
                3'd0: node_key = s[3];  
                3'd1: node_key = s[1];  
                3'd2: node_key = s[5];  
                3'd3: node_key = s[0];  
                3'd4: node_key = s[2];  
                3'd5: node_key = s[4];  
                3'd6: node_key = s[6];  
                default: node_key = 8'd0;
            endcase
        end else begin
            node_key = 8'd0;
            error = 1'b0;
        end
    end
    assign all_sorted_keys = {s[6], s[4], s[2], s[0], s[5], s[1], s[3]};
endmodule
module bst_mini_game (
    input        clk,       
    input  [9:0] sw,        
    input  [1:0] key,       
    output [6:0] HEX0,      
    output [6:0] HEX1,      
    output [7:0] dot_row,   
    output [7:0] dot_col0,  
    output [7:0] dot_col1   
);
    parameter Val1 = 8'd1;
    parameter Val2 = 8'd2;
    parameter Val3 = 8'd3;
    parameter Val4 = 8'd4;
    parameter Val5 = 8'd5;
    parameter Val6 = 8'd6;
    parameter Val7 = 8'd7;
    wire [2:0]  dec_index;
    wire        dec_valid;
    wire [7:0]  bst_node_key;
    wire        bst_error;
    wire [7:0]  game_value;
    wire        game_is_correct;
    wire        user_win, user_lose;
    wire [55:0] keys_bus; 
    wire mode_mini_game = sw[0];
    wire all_sw_off     = (sw[9:1] == 9'b0);
    reg [27:0] mode_timer;
    reg        last_mode;
    wire [1:0] current_mode_num = mode_mini_game ? 2'd2 : 2'd1;
    always @(posedge clk) begin
        last_mode <= sw[0];
        if (sw[0] != last_mode) 
            mode_timer <= 28'd150_000_000; 
        else if (mode_timer > 0)
            mode_timer <= mode_timer - 1'b1;
    end
    wire is_showing_mode = (mode_timer > 0);
    switch_decoder u_dec (
        .sw(sw), 
        .index(dec_index), 
        .valid(dec_valid) 
    );
    bst_core u_bst (
        .in0(Val1), .in1(Val2), .in2(Val3), .in3(Val4), 
        .in4(Val5), .in5(Val6), .in6(Val7), 
        .index(dec_index), 
        .valid(dec_valid), 
        .node_key(bst_node_key), 
        .error(bst_error),
        .all_sorted_keys(keys_bus)
    );
    mini_game_gen u_game (
        .clk(clk), 
        .index(dec_index),
        .valid(dec_valid),         
        .all_keys(keys_bus),
        .node_key(bst_node_key),
        .game_value(game_value), 
        .is_correct(game_is_correct)
    );
    key_judge u_judge (
        .key_same(~key[1]),  
        .key_diff(~key[0]), 
        .is_correct(game_is_correct), 
        .win(user_win), 
        .lose(user_lose)
    );
    reg [7:0] display_value;
    reg       display_error;
    reg       display_none;
    always @(*) begin
        display_value = 8'd0;
        display_error = 1'b0;
        display_none  = 1'b0;
        if (all_sw_off) 
            display_none = 1'b1;
        else if (!dec_valid) 
            display_error = 1'b1;
        else begin
            if (mode_mini_game) 
                display_value = game_value;
            else 
                display_value = bst_node_key;
        end
    end
    hex_driver u_hex (
        .value(display_value), 
        .error(display_error), 
        .none(display_none), 
        .HEX0(HEX0), 
        .HEX1(HEX1)
    );
    dot_matrix_driver u_dot (
        .clk(clk), 
        .mode(mode_mini_game),
        .all_off(all_sw_off),
        .basic_error(display_error), 
        .game_win(user_win),
        .game_lose(user_lose),
        .show_mode_num(is_showing_mode ? current_mode_num : 2'd0),
        .row(dot_row), 
        .col0(dot_col0), 
        .col1(dot_col1)
    );
endmodule
module dot_matrix_driver (
    input clk,                   
    input mode,                  
    input all_off,               
    input basic_error,           
    input game_win,              
    input game_lose,             
    input [1:0] show_mode_num,   
    output reg [7:0] row,        
    output reg [7:0] col0,       
    output reg [7:0] col1        
);
    function automatic [63:0] flip_lr_and_rot_cw;
        input [63:0] in;
        integer r, c;
        reg [63:0] out;
    begin
        out = 64'd0;
        for (r = 0; r < 8; r = r + 1) begin
            for (c = 0; c < 8; c = c + 1) begin
                out[r*8 + c] = in[(7-c)*8 + (7-r)];
            end
        end
        flip_lr_and_rot_cw = out;
    end
    endfunction
    localparam [63:0] PATTERN_1_RAW = {
        8'b00001000,
        8'b00011000,
        8'b00101000,
        8'b00001000,
        8'b00001000,
        8'b00001000,
        8'b00111110,
        8'b00000000
    };
    localparam [63:0] PATTERN_2_RAW = {
        8'b00111100, 
		  8'b01000010, 
		  8'b00000010, 
		  8'b00011100,
        8'b00100000, 
		  8'b01000000, 
		  8'b01111110, 
		  8'b00000000
    };
    localparam [63:0] PATTERN_X_RAW = {
        8'b10000001, 
		  8'b01000010, 
		  8'b00100100, 
		  8'b00011000,
        8'b00011000, 
		  8'b00100100, 
		  8'b01000010, 
		  8'b10000001
    };
    localparam [63:0] PATTERN_O_RAW = {
        8'b00111100, 
		  8'b01000010, 
		  8'b10000001, 
		  8'b10000001,
        8'b10000001, 
		  8'b10000001, 
		  8'b01000010, 
		  8'b00111100
    };
    localparam [63:0] PATTERN_E_RAW = {
        8'b01111110, 
		  8'b01000000, 
		  8'b01000000, 
		  8'b01111100,
		  8'b01000000, 
		  8'b01000000, 
		  8'b01111110,
		  8'b00000000
    };
    localparam [63:0] PATTERN_CLEAR = 64'd0;
    localparam [63:0] PATTERN_1 = flip_lr_and_rot_cw(PATTERN_1_RAW);
    localparam [63:0] PATTERN_2 = flip_lr_and_rot_cw(PATTERN_2_RAW);
    localparam [63:0] PATTERN_X = flip_lr_and_rot_cw(PATTERN_X_RAW);
    localparam [63:0] PATTERN_O = flip_lr_and_rot_cw(PATTERN_O_RAW);
    localparam [63:0] PATTERN_E = flip_lr_and_rot_cw(PATTERN_E_RAW);
    reg [63:0] current_pattern;
    always @(*) begin
        if (show_mode_num == 2'd1) begin
            current_pattern = PATTERN_1;
        end else if (show_mode_num == 2'd2) begin
            current_pattern = PATTERN_2;
        end else if (!mode) begin
            if (all_off)          current_pattern = PATTERN_CLEAR;
            else if (basic_error) current_pattern = PATTERN_E;
            else                  current_pattern = PATTERN_CLEAR;
        end else begin
            if (all_off)          current_pattern = PATTERN_CLEAR;
            else if (basic_error) current_pattern = PATTERN_E;
            else if (game_win)    current_pattern = PATTERN_O;
            else if (game_lose)   current_pattern = PATTERN_X;
            else                  current_pattern = PATTERN_CLEAR;
        end
    end
    reg [15:0] clk_div;
    reg [2:0]  row_sel;
    always @(posedge clk) begin
        if (clk_div >= 16'd4999) begin
            clk_div <= 0;
            row_sel <= row_sel + 1;
        end else begin
            clk_div <= clk_div + 1;
        end
    end
    always @(*) begin
        row = 8'b11111111;
        row[row_sel] = 1'b0;
        case (row_sel)
            3'd0: begin col0 = current_pattern[63:56]; col1 = current_pattern[63:56]; end
            3'd1: begin col0 = current_pattern[55:48]; col1 = current_pattern[55:48]; end
            3'd2: begin col0 = current_pattern[47:40]; col1 = current_pattern[47:40]; end
            3'd3: begin col0 = current_pattern[39:32]; col1 = current_pattern[39:32]; end
            3'd4: begin col0 = current_pattern[31:24]; col1 = current_pattern[31:24]; end
            3'd5: begin col0 = current_pattern[23:16]; col1 = current_pattern[23:16]; end
            3'd6: begin col0 = current_pattern[15:8];  col1 = current_pattern[15:8];  end
            3'd7: begin col0 = current_pattern[7:0];   col1 = current_pattern[7:0];   end
            default: begin col0 = 8'h00; col1 = 8'h00; end
        endcase
    end
endmodule
module hex_driver ( 
    input  [7:0] value,   
    input        error,   
    input        none,    
    output reg [6:0] HEX0, 
    output reg [6:0] HEX1  
);
    localparam SEG_0    = 7'b1000000;
    localparam SEG_1    = 7'b1111001;
    localparam SEG_2    = 7'b0100100;
    localparam SEG_3    = 7'b0110000;
    localparam SEG_4    = 7'b0011001;
    localparam SEG_5    = 7'b0010010;
    localparam SEG_6    = 7'b0000010;
    localparam SEG_7    = 7'b1111000;
    localparam SEG_8    = 7'b0000000;
    localparam SEG_9    = 7'b0010000;
    localparam SEG_E    = 7'b0000110; 
    localparam SEG_LINE = 7'b1110111;  
    reg [3:0] tens, ones;
    always @(*) begin
        tens = value / 10;
        ones = value % 10;
    end
    function [6:0] decode_digit(input [3:0] digit);
        case (digit)
            4'd0: decode_digit = SEG_0;
            4'd1: decode_digit = SEG_1;
            4'd2: decode_digit = SEG_2;
            4'd3: decode_digit = SEG_3;
            4'd4: decode_digit = SEG_4;
            4'd5: decode_digit = SEG_5;
            4'd6: decode_digit = SEG_6;
            4'd7: decode_digit = SEG_7;
            4'd8: decode_digit = SEG_8;
            4'd9: decode_digit = SEG_9;
            default: decode_digit = SEG_0;
        endcase
    endfunction
    always @(*) begin
        if (none) begin
            HEX0 = SEG_LINE;
            HEX1 = SEG_LINE;
        end else if (error) begin
            HEX0 = SEG_E;
            HEX1 = SEG_E;
        end else begin
            HEX0 = decode_digit(ones);
            HEX1 = decode_digit(tens);
        end
    end
endmodule
module key_judge (
    input      key_same,    
    input      key_diff,    
    input      is_correct,  
    output reg win,         
    output reg lose         
);
    always @(*) begin
        win  = 1'b0;
        lose = 1'b0;
        if (key_same && key_diff) begin
            win  = 1'b0;
            lose = 1'b1;
        end 
        else if (key_same) begin
            if (is_correct) begin
                win  = 1'b1;  
                lose = 1'b0;
            end else begin
                win  = 1'b0;  
                lose = 1'b1;
            end
        end 
        else if (key_diff) begin
            if (!is_correct) begin
                win  = 1'b1;  
                lose = 1'b0;
            end else begin
                win  = 1'b0;  
                lose = 1'b1;
            end
        end
    end
endmodule
module mini_game_gen (
    input            clk,          
    input      [2:0] index,        
    input            valid,        
    input      [55:0] all_keys,     
    input      [7:0]  node_key,     
    output     [7:0]  game_value,   
    output            is_correct    
);
    wire [7:0] s [0:6];
    assign s[0] = all_keys[7:0];    
    assign s[1] = all_keys[15:8];   
    assign s[2] = all_keys[23:16];  
    assign s[3] = all_keys[31:24];  
    assign s[4] = all_keys[39:32];  
    assign s[5] = all_keys[47:40];  
    assign s[6] = all_keys[55:48];  
    reg [25:0] cnt;                 
    reg [7:0]  reg_game_value;      
    reg        reg_is_correct;      
    reg        last_valid;          
    wire [2:0] next_idx = (index == 3'd6) ? 3'd0 : (index + 3'd1);
    always @(posedge clk) begin
        cnt <= cnt + 1;             
        last_valid <= valid;        
        if (valid && !last_valid) begin
            if (cnt[1] == 1'b0) begin 
                reg_game_value <= node_key;     
                reg_is_correct <= 1'b1;
            end else begin
                reg_game_value <= s[next_idx];  
                reg_is_correct <= 1'b0;
            end
        end
    end
    assign game_value = reg_game_value;
    assign is_correct = reg_is_correct;
endmodule
module switch_decoder ( 
    input  [9:0] sw, 
    output reg [2:0] index, 
    output reg       valid
);
    integer i;
    reg [3:0] count;
    wire [8:0] sw_to_check = sw[9:1];  
    always @(*) begin
        count = 4'd0;
        index = 3'd0;
        valid = 1'b0;
        for (i = 0; i < 9; i = i + 1) begin
            if (sw_to_check[i]) count = count + 1;
        end
        if (count == 4'd1 && sw[9:8] == 2'b00) begin
            valid = 1'b1;
            for(i = 0; i < 7; i = i + 1) begin
                if(sw_to_check[i]) index = i[2:0];
            end
        end else begin
            valid = 1'b0;
        end
    end
endmodule
</file>
<file path="run.sh">
#!/bin/bash
# OpenROAD 26Q1-2900-gdf79404cd8, Yosys 0.63+post, stock flow scripts
make -C /OpenROAD-flow-scripts/flow DESIGN_CONFIG=/design/flow/config.mk WORK_HOME=/design/flow/orfs finish
</file>
<file path="config.mk">
export PLATFORM = sky130hd
export DESIGN_NAME = bst_mini_game
export DESIGN_NICKNAME = bst_mini_game
export VERILOG_FILES = /design/flow/design.v
export SDC_FILE = /design/flow/constraint.sdc
export NUM_CORES = 4
export LEC_CHECK = 1
export CORE_UTILIZATION = 40
</file>
<file path="constraint.sdc">
current_design bst_mini_game

set clk_period 14.0
set clk_io_pct 0.2

create_clock -name clk0 -period $clk_period [get_ports {clk}]

set non_clock_inputs [all_inputs -no_clocks]
set_input_delay [expr $clk_period * $clk_io_pct] -clock clk0 $non_clock_inputs
set_output_delay [expr $clk_period * $clk_io_pct] -clock clk0 [all_outputs]
</file>
==> GITHUB_STEP_SUMMARY <==
## PnR job results

| Metric | Value |
|---|---|
| Number of detailed-route iterations in the first pass | `4` |
| Max stage delay on crit path | `0.48 ns` |
| Core box area | `0.00889 mm²` |
| Non-filler cells, final | `607` |
| Final std cell area, no fill | `0.00434 mm²` |
| Status | `completed` |
| Residual antenna-violating net count after detailed routing | `0` |
| FP Core Util | `42.0%` |
| Max Clock Skew | `0.00764 ns` |
| Worst skew pair latency | `0.32 ns` |
| Cell total in the yosys stat output | `464` |
| Global-route wire length before repair | `13700 µm` |
| Number of remaining DRC errors | `0` |
| Max Root-Sink Buffers | `2` |
| Leakage Power | `1.62 nW` |
| Die height | `98.7 µm` |
| Max Freq | `83.9 MHz` |
| Number of enable-type register cells in the synthesized netlist | `7` |
| Number of placed instances with taps included | `599` |
| Post-detailed-placement half-perimeter wirelength | `5820 µm` |
| Yosys chip area | `0.00374 mm²` |
| Fill cell instance count of the final layout | `840` |
| FFs w/ async S/R, synth | `0%` |
| CP arrival | `9.12 ns` |
| Vias in the first global route | `2913` |
| Post-CTS Hold Fix Bufs | `0` |
| Cell Rows | `34` |
| Largest area contributor in the netlist | `sky130_fd_sc_hd__dfxtp_1` |
| Fraction of the yosys area taken by sequential cells | `31.3%` |
| Uppermost metal layer occupied by signal nets | `met4` |
| Overflow left after global routing | `0` |
| Critical path class | `input port to output pin` |
| Top-level port count | `51` |
| Antenna violations before repair | `0` |
| Required time of the worst setup path | `11.20 ns` |
| Final hold viol count | `0` |
| Per-instance average area after synthesis | `8.05 µm²` |
| Relative slew margins | `47.3%` |
| Syn Std Cell Area | `0.00374 mm²` |
| Worst-path clk slew | `0.10 ns` |
| Maximum level of the CTS H-tree | `2` |
| Relative area change from synthesis to final layout | `16.1%` |
| Routed length per instance | `13.0 µm` |
| Setup-failing EPs final | `0` |
| Number of warnings the tools reported | `36` |
| Total met3 wirelength after detailed routing | `251 µm` |
| Wire length on met1 | `4080 µm` |
| Setup total negative slack | `0 ns` |
| Most frequent cells in the layout | `sky130_fd_sc_hd__nor2_1 (57), sky130_fd_sc_hd__clkdlybuf4s50_1 (49), sky130_fd_sc_hd__dfxtp_1 (48)` |
| Slew at the pin closest to its max-slew limit | `0.784 ns` |
| All-layer global routing usage | `17.5%` |
| Total via count after detailed routing | `3211` |
| Overall chip area | `0.00973 mm²` |
| Met2 routed wirelength | `3460 µm` |
| Layout cell share with drive strength beyond 1 | `5.21%` |
| Reported max-cap violation count | `0` |
| Cts bufs inserted | `5` |
| Via density per instance | `5.29` |
| Die width | `98.7 µm` |
| Violation tally from detailed-route iteration zero | `124` |
| Number of diodes | `0` |
| Top cell area share | `25.7%` |
| Clock tree from TritonCTS | `done` |
| Total Routed Length | `7870 µm` |
| Max Fanout on Critical Path | `9` |
| Number of sinks handled by clock tree synthesis | `55` |
| Sort of element at the start of the critical path | `input port` |
| Post-CTS setup buffers | `0` |
| Final critical-path share of the clock period | `85.2%` |
| HP Class | `flip-flop to flip-flop` |
| Placement Cell Area | `0.00424 mm²` |
| Routability Congestion | `0.883` |
| Biggest area contributors in the synthesized netlist | `sky130_fd_sc_hd__dfxtp_1 (26%), sky130_fd_sc_hd__ha_1 (7.4%), sky130_fd_sc_hd__xnor2_1 (6.3%), sky130_fd_sc_hd__nor2_1 (5.7%), sky130_fd_sc_hd__edfxtp_1 (5.6%)` |
| Post-synthesis sequential element count | `55` |
| Max rail drop VDD | `68.7 µV` |
| Unique cell types | `63` |
| Largest net degree at the start of global routing | `24` |
| Final critical-path required period | `11.92 ns` |
| RSZ-0062 raised after global routing | `false` |
| Number of pins with negative max-slew slack in the final report | `0` |
| Commonest non-fill, non-tap cell in the layout | `sky130_fd_sc_hd__nor2_1` |
| Pwr Total | `0.516 mW` |
| Commonest flop | `sky130_fd_sc_hd__dfxtp_1` |
| Pwr dens | `119 mW/mm²` |
| Slowest stage cell on the critical path | `sky130_fd_sc_hd__clkdlybuf4s50_1` |
| Number of input and output port buffers inserted | `49` |
| Synthesized instance count | `464` |
| Total of warnings raised by yosys | `8` |
| CP most frequent cell | `sky130_fd_sc_hd__ha_1` |
| Root cell of the clock tree | `sky130_fd_sc_hd__clkbuf_8` |
| Number of gates resized after cts | `0` |
| Worst setup EP type | `output pin` |
==> registers in the layout, summed over array words and instances, names as in the netlist <==
signal / flops
last_mode: 1
mode_timer: 28
u_dot.clk_div: 16
u_dot.row_sel: 3
u_game.cnt: 2
u_game.last_valid: 1
u_game.reg_game_value: 3
u_game.reg_is_correct: 1
==> kinds of logic (layout without fill, tap and decap cells) <==
family / after synthesis / count (layout) / share of synthesized area [%]
AOI/OAI and AO/OA: 77 / 77 / 12.8
xor gates and xnor gates: 45 / 45 / 11.3
adders and majority gates: 22 / 22 / 7.37
muxes: 6 / 6 / 1.71
other: 1 / 4 / 0.100
buffers and inverters: 50 / 82 / 6.46
and+or+nand+nor: 208 / 208 / 29.0
DFF: 55 / 55 / 31.3
==> worst paths after layout <==
kind / startpoint / to / slack [ns] / cells after the start
setup reg to reg: mode_timer[8]$_SDFFE_PP1N_ / mode_timer[20]$_SDFFE_PP1N_ / 11.01 / 7
hold reg to reg: u_game.cnt[0]$_DFF_P_ / u_game.cnt[0]$_DFF_P_ / 0.40 / 1
hold / removal: u_game.cnt[0]$_DFF_P_ / u_game.cnt[0]$_DFF_P_ / 0.40 / 1
setup / recovery: sw[1] / HEX0[3] / 2.08 / 27
==> Yosys cell counts, drive strengths merged (3+ instances only) <==
cell and n:
nor2 58, dfxtp 48, nand2 42, xnor2 29, nand3 25, a21oi 22
ha 22, inv 22, o21ai 20, buf 19, nor3 19, xor2 15
nor4 14, clkbuf 9, or3 9, nand4 8, a31oi 7, edfxtp 7
or4 6, nand2b 5, o31ai 5, a21o 4, nor2b 4, and2 3
and3 3, mux2 3, mux2i 3, or2 3
==> routing by layer <==
layer	up-vias	GRT usage (%)
met3	7	1.88
met2	59	27.6
met5	-	0
met1	1446	27.7
li1	1699	-
met4	0	1.61
==> cell type report <==
type                            count  area [µm²]  area share (%)
Sequential cell                    55        1170            27.0
Clock buffer                        5        68.8            1.59
Clock inverter                      3        33.8           0.778
Timing Repair Buffer               52         513            11.8
Inverter                           22        82.6            1.90
Multi-Input combinational cell    362        2340            53.8
Tap cell                          108         135            3.11
==> where the power goes <==
group          switching, mW  internal, mW  total, mW
clock network         0.0568        0.0377     0.0945
logic                  0.106         0.122      0.228
registers             0.0178         0.175      0.193
==> per-stage QoR <==
step	hold slack (ns)	setup WS [ns]	util (%)
floorplan	0.364	3.64	-
global placement	0.371	2.28	47.7
detailed placement	0.377	2.06	47.7
CTS	0.403	2.06	48.8
global route	0.434	1.52	48.8
finish	0.399	2.08	48.8
==> worst max-delay path, delay by kind of cell <==
| family | cells | cell delay (ns) |
|---|---|---|
| buffers and inverters | 6 | 1.31 |
| multiplexers | 1 | 0.27 |
| AND/OR/NAND/NOR | 8 | 1.55 |
| adder cells (fa/ha/maj) | 6 | 1.76 |
| AND-OR/OR-AND | 3 | 0.52 |
| XOR/XNOR | 3 | 0.90 |
Power is estimated from default activity; no workload was simulated.
